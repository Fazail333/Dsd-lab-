==> design/flow/design.v <==
module an_dec(input logic sel,output logic [1:0] Anode);
    always_comb begin
        case (sel)
            1'b0 : Anode <= 8'b01111111;
            1'b1 : Anode <= 8'b10111111;
         endcase
     end    
 endmodule
module bin_to_hex(
    input logic [3:0] bin,
    output logic [3:0] hex
);
    always_comb begin
        case(bin)
            4'b0000 : hex = 4'h0;
            4'b0001 : hex = 4'h1;
            4'b0010 : hex = 4'h2;
            4'b0011 : hex = 4'h3;
            4'b0100 : hex = 4'h4;
            4'b0101 : hex = 4'h5;
            4'b0110 : hex = 4'h6;
            4'b0111 : hex = 4'h7;
            4'b1000 : hex = 4'h8;
            4'b1001 : hex = 4'h9;
            4'b1010 : hex = 4'hA;
            4'b1011 : hex = 4'hB;
            4'b1100 : hex = 4'hC;
            4'b1101 : hex = 4'hD;
            4'b1110 : hex = 4'hE;
            4'b1111 : hex = 4'hF;
        endcase
    end
endmodule
module bit_index_decoder(
    input logic [2:0] bit_index,
    output logic [2:0] bit_index_int
);
    always_comb begin
        case (bit_index) 
            3'b000 : bit_index_int = 3'd0;
            3'b001 : bit_index_int = 3'd1;
            3'b010 : bit_index_int = 3'd2;
            3'b011 : bit_index_int = 3'd3;
            3'b100 : bit_index_int = 3'd4;
            3'b101 : bit_index_int = 3'd5;
            3'b110 : bit_index_int = 3'd6;
            3'b111 : bit_index_int = 3'd7;
        endcase
    end
endmodule
module counter (
  input clk,
  input reset,
  output reg q
);
always @(posedge clk or posedge reset) begin
  if (reset) begin
    q <= 1'b0;
  end
  else begin
    q <= q + 1'b1;
  end
end
endmodule
module dataflowpath(input logic [2:0] bit_index,input logic bit_value,input logic valid_in ,
            input logic reset,input logic clk,input logic d1_en,input logic d2_en,input logic d3_en,
            output logic [6:0]segment,output logic [1:0]Anode);
logic [2:0]a;
logic [7:0] d1_out;
logic [7:0] d2_out;
logic [7:0] d3_out;
logic [1:0][3:0] b;
logic [1:0][3:0] hex;
logic [1:0][6:0] seg;
logic clk_100;
logic q;
dff_1 D1(d1_en,8'b00000000,clk,d1_out);
bit_index_decoder bd1(bit_index,a);
dff_2 D2(d2_en,d1_out,clk,bit_value,a,d2_out);
dff_3 D3(d3_en,d2_out,clk,d3_out);
assign b[0] = d3_out[7:4];
assign b[1] = d3_out[3:0];
bin_to_hex b1(b[0],hex[0]);
bin_to_hex b2(b[1],hex[1]);
decoder_segment ds1(hex[0],seg[0]);
decoder_segment ds2(hex[1],seg[1]);
downclk a1(clk, reset,clk_100);
counter c1(clk,reset, q);
mux2to1 m1(q,seg[0],seg[1],segment);
an_dec d1(q,Anode);
endmodule
module decoder_segment(
    input logic [3:0]a,
    output logic [6:0]out
);
    always @ (a,out) begin
        case(a)
            4'h0 : out <= 7'b0000001;
            4'h1 : out <= 7'b1001111;
            4'h2 : out <= 7'b0010010;
            4'h3 : out <= 7'b0000110;
            4'h4 : out <= 7'b1001100;
            4'h5 : out <= 7'b0100100;
            4'h6 : out <= 7'b0100000;
            4'h7 : out <= 7'b0001111;
            4'h8 : out <= 7'b0000000;
            4'h9 : out <= 7'b0000100;
            4'hA : out <= 7'b0001000;
            4'hB : out <= 7'b1100000;
            4'hC : out <= 7'b0110001;
            4'hD : out <= 7'b1000010;
            4'hE : out <= 7'b0110000;
            4'hF : out <= 7'b0111000;
        endcase
    end
endmodule
module dff_1(
  input d1_en,
  input [7:0] d,
  input clk,
  output reg [7:0] q
);
always @(posedge clk) begin
  if (d1_en) begin
    q <= d;
  end
end
endmodule
module dff_2(
  input d2_en,
  input [7:0] d,
  input clk,
  input bit_value,
  input [2:0]a,
  output reg [7:0] q
);
logic [7:0] data_in_reg;
always @(posedge clk) begin
  if (d2_en) begin
  data_in_reg<=d;
  data_in_reg[a] <= bit_value;
  q<= data_in_reg;
  end
end
endmodule
module dff_3(
  input d3_en,
  input [7:0] d,
  input clk,
  output reg [7:0] q
);
always @(posedge clk) begin
  if (d3_en) begin
    q <= d;
  end
end
endmodule
`timescale 1ns / 1ps
module downclk(input logic clk, reset, output logic clk_100);
logic q1,q2,q3,q4,q5,q6,q7,q8,q9,q10,q11,q12,q13,q14,q15,q16;
t_ff c1(.t(1'b1), .clk(clk), .reset(reset), .q(q1));
t_ff c2(.t(1'b1), .clk(q1), .reset(reset), .q(q2));
t_ff c3(.t(1'b1), .clk(q2), .reset(reset), .q(q3));
t_ff c4(.t(1'b1), .clk(q3), .reset(reset), .q(q4));
t_ff c5(.t(1'b1), .clk(q4), .reset(reset), .q(q5));
t_ff c6(.t(1'b1), .clk(q5), .reset(reset), .q(q6));
t_ff c7(.t(1'b1), .clk(q6), .reset(reset), .q(q7));
t_ff c8(.t(1'b1), .clk(q7), .reset(reset), .q(q8));
t_ff c9(.t(1'b1), .clk(q8), .reset(reset), .q(q9));
t_ff c10(.t(1'b1), .clk(q9), .reset(reset), .q(q10));
t_ff c11(.t(1'b1), .clk(q10), .reset(reset), .q(q11));
t_ff c12(.t(1'b1), .clk(q11), .reset(reset), .q(q12));
t_ff c13(.t(1'b1), .clk(q12), .reset(reset), .q(q13));
t_ff c14(.t(1'b1), .clk(q13), .reset(reset), .q(q14));
t_ff c15(.t(1'b1), .clk(q14), .reset(reset), .q(q15));
t_ff c16(.t(1'b1), .clk(q15), .reset(reset), .q(q16));
t_ff c17(.t(1'b1), .clk(q16), .reset(reset), .q(clk_100));
endmodule
module mux2to1(
  input sel,
  input [6:0] seg0,
  input [6:0] seg1,
  output reg [6:0] out
);
always @* begin
  if (sel == 1'b0) begin
    out = seg0;
  end
  else begin
    out = seg1;
  end
end
endmodule
module t_ff(input t, clk, reset, output logic q);
always_ff @(posedge clk, negedge reset) begin
if (reset == 1'b0)begin
  q <= 1'b0;
  end
else  begin
 if (t) begin
  q <= ~q;
  end
 end
end
endmodule
==> design/flow/run.sh <==
#!/bin/bash
# OpenROAD 26Q1-2900-gdf79404cd8, Yosys 0.63+post, stock flow scripts
make -C /OpenROAD-flow-scripts/flow DESIGN_CONFIG=/design/flow/config.mk WORK_HOME=/design/flow/orfs finish
==> design/flow/config.mk <==
export PLATFORM = sky130hd
export DESIGN_NAME = dataflowpath
export DESIGN_NICKNAME = dataflowpath
export VERILOG_FILES = /design/flow/design.v
export SDC_FILE = /design/flow/constraint.sdc
export NUM_CORES = 4
export LEC_CHECK = 1
export CORE_AREA = 10 10 114 114
export DIE_AREA = 0 0 124 124
==> design/flow/constraint.sdc <==
current_design dataflowpath

set clk_period 2.5
set clk_io_pct 0.2

create_clock -name clk0 -period $clk_period [get_ports {clk}]

set non_clock_inputs [all_inputs -no_clocks]
set_input_delay [expr $clk_period * $clk_io_pct] -clock clk0 $non_clock_inputs
set_output_delay [expr $clk_period * $clk_io_pct] -clock clk0 [all_outputs]
==> tab_implementation.tex <==
% Yosys + OpenROAD metrics
\begin{tabular}{lr}
\hline
Metric & Value \\
\hline
\multicolumn{2}{l}{\textbf{Synth}} \\
Number of enable-type register cells in the synthesized netlist & 24 \\
YS warnings & 10 \\
Leading area contributor after synthesis & sky130\_fd\_sc\_hd\_\_edfxtp\_1 \\
Register share after synthesis & 0.5142 \\
Most common library cells after synthesis & sky130\_fd\_sc\_hd\_\_edfxtp\_1, sky130\_fd\_sc\_hd\_\_ha\_1, sky130\_fd\_sc\_hd\_\_mux2\_2, sky130\_fd\_sc\_hd\_\_inv\_1 \\
Synthesized area & approximately 1800 um\^{}2 \\
Cells after Synth & 143 \\
Synth top area share & 0.4091 \\
Yosys stat area & between 1500 and 2000 um\^{}2 \\
Top cells, area & sky130\_fd\_sc\_hd\_\_edfxtp\_1, sky130\_fd\_sc\_hd\_\_ha\_1, sky130\_fd\_sc\_hd\_\_dfxtp\_1 \\
Async set-reset flop share out of synthesis & 0.03030 \\
Flop and latch count out of synthesis & 33 \\
Post-synthesis average cell area & between 10 and 15 um\^{}2 \\
Yosys stat cell total & approximately 140 \\
Post-synthesis cell type count & 32 \\
Commonest register cell after synthesis & sky130\_fd\_sc\_hd\_\_edfxtp\_1 \\
Library cell with the highest instance count after synthesis & sky130\_fd\_sc\_hd\_\_edfxtp\_1 \\
\multicolumn{2}{l}{\textbf{STA}} \\
Clk\_skew & 0.006929 ns \\
Number of failing hold endpoints at the final stage & 0 \\
Worst hold margin & about 0.35 ns \\
Period minus WS final & about 2.4 ns \\
Setup-violating endpoint count in the final report & 0 \\
Unrepaired setup endpoints after global routing & no \\
Fin crit share & 0.9686 \\
Max Clock Freq & between 400 and 500 MHz \\
Slew Limit Headroom & 0.5532 \\
Final max-slew violation count & 0 \\
Total Negative Setup Slacks & 0 ns \\
Worst Tran Pin Value & 0.6681 ns \\
\multicolumn{2}{l}{\textbf{Placement}} \\
Buffers on Ports & 14 \\
Half-perimeter wire length of the detailed placement result & $\sim$2000 um \\
Routability congestion estimate from global placement & just over 0.8 \\
\multicolumn{2}{l}{\textbf{Setup path}} \\
Setup crit start & ds1.a[0]\$\_DFF\_P\_ \\
Critical path capture point type & output port \\
Capture point of the critical path & segment[3] \\
Startpoint class of the critical path & register \\
FF-to-FF Start & c1.q\$\_DFF\_PP0\_ \\
Endpoint of the most critical register-to-register path & c1.q\$\_DFF\_PP0\_ \\
Worst-path maximum fanout & 6 \\
Setup slack of the most critical reg-to-reg path & $\sim$1.7 ns \\
Path depth of the worst reg2reg path & 1 \\
Arrival @ worst endpoint & 1.92 ns \\
Required time of the critical path & about 2 ns \\
Critical path class & register to output port \\
\multicolumn{2}{l}{\textbf{Floorplan}} \\
I/O pins & 19 \\
Core Density at Floorplan & 0.1691 \\
Area of the placeable core & around 10000 um\^{}2 \\
Std cell rows & 37 \\
Die outline width & around 120 um \\
Height of the die & approximately 120 um \\
Overall die area & approximately 15000 um\^{}2 \\
\multicolumn{2}{l}{\textbf{Detailed routing}} \\
Routed length per instance & between 9 and 10 um \\
Vias/cell & approximately 3.5 \\
Ant. Diodes & 0 \\
Total vias in the final route & just over 1k \\
Number of nets with antenna violations after detailed routing & 0 \\
Iteration count of the initial detailed-routing pass & 4 \\
Detailed-route wire length & $\sim$2800 um \\
DR iter-0 viols & approximately 53 \\
Number of remaining DRC errors & 0 \\
\multicolumn{2}{l}{\textbf{CTS}} \\
Clock sink count & 33 \\
Inserted Clock Buffers & 5 \\
CTS tree & yes \\
Cell at the root of the clock tree & sky130\_fd\_sc\_hd\_\_clkbuf\_8 \\
Clock edge transition at the registers on the reported setup and hold paths & 0.07 ns \\
Clock latency on the worst-skew pair & about 0.27 ns \\
CTS H-tree depth & 2 \\
Worst-case clock buffer depth & 2 \\
\multicolumn{2}{l}{\textbf{Finish}} \\
Layout filler cell count & 1090 \\
Fraction of layout cells with a size suffix above 1 & 0.2927 \\
Area added between synthesis and finish & 30.26\% \\
Fin util & 0.2203 \\
\multicolumn{2}{l}{\textbf{Job}} \\
Number of warnings the tools reported & 39 \\
Number of max-cap violations & 0 \\
\multicolumn{2}{l}{\textbf{Power and ir drop}} \\
Switching power as a share of total power & 0.2231 \\
Share of power burned in the clock network & 0.347 \\
Psw & approximately 300 uW \\
Fraction of power consumed by sequential logic & 0.484 \\
Internal power component & between 1000 and 1500 uW \\
Static leakage & 0.0008846 uW \\
Power density over cell area & 590.5 nW/um\^{}2 \\
IR drop worst, VDD & around 0.00027 V \\
Part of the total power dissipated in combinational logic & 0.169 \\
\multicolumn{2}{l}{\textbf{GRT}} \\
Global routing usage summed across all routing layers & 0.03604 \\
Number of global-route vias before repair & 1037 \\
Antenna violations before repair & 0 \\
Global-route wire length before repair & approximately 4600 um \\
Maximum number of pins on one net before global-route repair & 17 \\
Remaining global-route overflow & 0 \\
\multicolumn{2}{l}{\textbf{Outcome}} \\
Outcome & finished clean \\
\multicolumn{2}{l}{\textbf{Hold path}} \\
Worst hold path type & input pin to asynchronous set/reset pin \\
\hline
\end{tabular}
## cell families after synthesis
group                    share of synthesized area
AND-OR/OR-AND                              0.06818
XOR/XNOR                                  0.009945
adder cells (fa/ha/maj)                     0.1065
buffers and inverters                      0.05681
flip-flops                                  0.5142
multiplexers                                0.1669
other                                     0.002129
AND/OR/NAND/NOR                            0.07529
## worst min path at each step
stage | endpoint | from | depth (start not counted) | slack, ns
6_report | c1.q$_DFF_PP0_ | reset | 2 | 0.35
4_1_cts | c1.q$_DFF_PP0_ | reset | 2 | 0.35
5_1_grt | c1.q$_DFF_PP0_ | reset | 2 | 0.36
## per-layer routing
layer	track usage	routed length [um]
met1	0.05392	1514
met2	0.04801	1072
met3	0.01561	163
met4	0.005755	18
met5	0	0
## what timing repair did
item	4_1_cts	5_1_grt
hold buffers	0	0
endpoints found under the setup margin	2	4
setup buffers	0	1
pin swaps	0	1
gates resized	15	13
## critical path: stages, from the launching register on
cell and delay (ns):
sky130_fd_sc_hd__dfxtp_2 0.33, sky130_fd_sc_hd__buf_4 0.17, sky130_fd_sc_hd__ha_4 0.17, sky130_fd_sc_hd__mux4_2 0.46, sky130_fd_sc_hd__mux2_4 0.28, sky130_fd_sc_hd__dlygate4sd2_1 0.24
## through the flow
step	area, um^2	instances	power [uW]	worst slack (ns)
after floorplan	1765	144	786.0	0.5060
after global placement	2073	291	870.3	0.1117
after detailed placement	2073	291	872.8	0.1130
final	2295	300	1355	0.07859
after global routing	2295	300	1439	0.002752
after CTS	2211	299	1356	0.01138
## power groups by stage
stage                 Combinational [uW]  Sequential, uW  Clock (uW)
after CTS                            214             653         488
after global routing                 256             661         522
final                                229             655         471
## cell usage in the layout (no fill, tap or decap), types with 7 or more instances in the layout
cell	count
sky130_fd_sc_hd__clkdlybuf4s50_1	11
sky130_fd_sc_hd__a21oi_1	7
sky130_fd_sc_hd__nor2_1	7
sky130_fd_sc_hd__edfxtp_1	24
sky130_fd_sc_hd__mux2_2	13
sky130_fd_sc_hd__mux2i_1	8
sky130_fd_sc_hd__buf_4	8
sky130_fd_sc_hd__inv_1	8
sky130_fd_sc_hd__ha_1	9
## area by class of cell
class                           instances  area (um^2)  share of cell area
Sequential cell                        33        913.4              0.3980
Multi-Input combinational cell         89        844.6              0.3680
Timing Repair Buffer                   22        203.9             0.08888
Inverter                               12        52.55             0.02290
Tap cell                              136        170.2             0.07415
Clock buffer                            5        68.82             0.02999
Clock inverter                          3        41.29             0.01799
Power and IR drop assume default switching activity.
